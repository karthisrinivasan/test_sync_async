==> flow/design.v <==
module buffer_ready_valid 
(
    input wire clk,
    input wire rst,
    input wire [8-1:0] in_data,
    input wire in_valid,
    output wire in_ready,
    output reg [8-1:0] out_data,
    output reg out_valid,
    input wire out_ready
);
    reg full;
    reg [8-1:0] buffer;
    assign in_ready = !full;
    always @(posedge clk or posedge rst) begin
        if (rst) begin
            full <= 0;
            out_valid <= 0;
        end else begin
            if (in_valid && in_ready) begin
                buffer <= in_data;
                full <= 1;
                out_valid <= 1;
            end
            if (out_valid && out_ready) begin
                full <= 0;
                out_valid <= 0;
            end
            if (full) begin
                out_data <= buffer;
            end
        end
    end
endmodule
==> flow/run.sh <==
#!/bin/bash
# OpenROAD 26Q1-2900-gdf79404cd8, Yosys 0.63+post, stock flow scripts
make -C /OpenROAD-flow-scripts/flow DESIGN_CONFIG=/design/flow/config.mk WORK_HOME=/design/flow/orfs finish
==> flow/config.mk <==
export PLATFORM = sky130hd
export DESIGN_NAME = buffer_ready_valid
export DESIGN_NICKNAME = buffer_ready_valid
export VERILOG_FILES = /design/flow/design.v
export SDC_FILE = /design/flow/constraint.sdc
export NUM_CORES = 4
export LEC_CHECK = 1
export CORE_AREA = 10 10 74 74
export DIE_AREA = 0 0 84 84
==> flow/constraint.sdc <==
current_design buffer_ready_valid

set clk_period 1.5
set clk_io_pct 0.2

create_clock -name clk0 -period $clk_period [get_ports {clk}]

set non_clock_inputs [all_inputs -no_clocks]
set_input_delay [expr $clk_period * $clk_io_pct] -clock clk0 $non_clock_inputs
set_output_delay [expr $clk_period * $clk_io_pct] -clock clk0 [all_outputs]
==> impl_metrics.env <==
# source this file to load flow results
export IMPL_tightest_slew_ns=0.3135
export IMPL_end_kind="output pin"
export IMPL_antennaDiodeCount=0
export IMPL_drv_cap=0
export IMPL_numCtsBuffers=3
export IMPL_std_cell_rows=23
export IMPL_antenna_found_initial=0
export IMPL_cts_buffer_depth=2
export IMPL_p_total_mw=0.9771
export IMPL_reg2reg_slack_ns=0.28
export IMPL_rsz0062_at_grt="false"
export IMPL_place_gp_congestion=0.7198
export IMPL_syn_inst=23
export IMPL_power_leakage_nw=0.3110
export IMPL_yosysTopAreaCell="edfxtp_1"
export IMPL_drive_gt1_share_pct=13.73
export IMPL_dpl_hpwl_um=788.1
export IMPL_die_area_um2=7056
export IMPL_cpLargestDelayFamily="buffers and inverters"
export IMPL_core_area_um2=3971
export IMPL_relSlewSlack_pct=79.10
export IMPL_worstReg2RegEnd="buffer[7]$_DFFE_PP_"
export IMPL_fin_area_um2=874.6
export IMPL_final_common_cell="clkdlybuf4s50_1"
export IMPL_crit_buf_inv=1
export IMPL_clock_sinks=17
export IMPL_clock_latency_ns=0.24
export IMPL_slowest_delay_ns=0.49
export IMPL_dr_pass1_iters=2
export IMPL_drcViolationCount=0
export IMPL_clkTransAtPathRegs_ns=0.06
export IMPL_r2r_cells=3
export IMPL_postSynthSeqShare_pct=95.06
export IMPL_crit_fanout=3
export IMPL_overflow=0
export IMPL_warnings=25
export IMPL_syn_area_um2=531.8
export IMPL_slew_viol_final=0
export IMPL_drtIter0Drc=2
export IMPL_ant_nets=0
export IMPL_grtUsageTotal_pct=2.557
export IMPL_finalWirelength_um=927
export IMPL_cts_htree_levels=1
export IMPL_power_density_nw_per_um2=1117
export IMPL_grt_busiest_layer="met1"
export IMPL_path_class="register to output pin"
export IMPL_critPathLaunchType="register"
export IMPL_setup_viol=0
export IMPL_ys_ff=17
export IMPL_worstPathArrival_ns=1.11
export IMPL_io_buffers=21
export IMPL_hold_violations=0
export IMPL_run_status="complete, no violations"
export IMPL_grt_pass1_vias=317
export IMPL_rr_startpoint="full$_DFFE_PP0P_"
export IMPL_grt_max_degree=10
export IMPL_yosysChipArea_um2=531.8
export IMPL_crit_chain="clkdlybuf4s50_1"
export IMPL_place_area_um2=812.0
export IMPL_grt_pass1_wl_mm=1.435
export IMPL_avgSynthCellArea_um2=23.12
export IMPL_vias_per_cell=2.634
export IMPL_clock_skew_ns=0.002756
export IMPL_grtUsageMet2_pct=2.369
export IMPL_synth_warning_count=1
export IMPL_initCoreUtil_pct=13.39
export IMPL_hp_class="input port to asynchronous set/reset pin"
export IMPL_areaGrowthSynthToFinish_pct=64.47
export IMPL_finalCritPeriodShare_pct=93.83
export IMPL_grt_use_met3_pct=3.150
export IMPL_critical_path_required_ns=1.20
export IMPL_routed_via_count=266
export IMPL_yosysTopAreaCellShare_pct=90.35
export IMPL_die_w_um=84
export IMPL_num_io_pins=22
export IMPL_mostFrequentLayoutCells="clkdlybuf4s50_1 (20), edfxtp_1 (16), clkbuf_8 (3), buf_4 (3), nor2_1 (2)"
export IMPL_cts_tree="done"
export IMPL_dieHeight_um=84
export IMPL_min_period_ns=1.408
export IMPL_ys_cells=23
export IMPL_avgRoutedWirePerCell_um=9.178
export IMPL_cts_root_buf="clkbuf_8"
export IMPL_max_freq_mhz=710.5
export IMPL_synth_cell_types=7
export IMPL_grt_use_met1_pct=3.457
export IMPL_cp_depth=1
export IMPL_cpMaxStageDelayCell="clkdlybuf4s50_1"
export IMPL_topCellsByArea="edfxtp_1 (90%), dfrtp_1 (4.7%), nor2_1 (1.4%)"
export IMPL_ir_worst_vdd_uv=631.1
==> kinds of logic after synthesis <==
kind of cell           after synthesis  synth area share, %
DFF                                 17                95.06
and+or+nand+nor                      3                2.590
buffers and inverters                2                1.410
AOI/OAI and AO/OA                    1               0.9403
==> how the worst max path moves through the flow <==
stage,start,to,slack (ns)
CTS,full$_DFFE_PP0P_,in_ready,0.004
global route,full$_DFFE_PP0P_,out_valid,0.03
finish,full$_DFFE_PP0P_,out_valid,0.09
==> routing by layer <==
| layer | share of wire [%] | vias up |
|---|---|---|
| li1 | - | 141 |
| met1 | 54 | 101 |
| met2 | 22 | 24 |
| met3 | 24 | 0 |
| met4 | 0 | 0 |
| met5 | 0 | - |
==> area by class of cell <==
cell class,count,area [um^2]
fillers,417,3097
multi-input cells,4,18.77
repair buffers,24,235.2
clock buffers,4,45.04
inverters,2,7.507
well taps,50,62.56
flip-flops and latches,17,505.5
==> power by group <==
part	internal, mW	switching [mW]	leakage (nW)
Combinational	0.0739	0.0284	0.128
Sequential	0.552	0.00943	0.160
Clock	0.188	0.126	0.0228
Total	0.813	0.164	0.311
==> sequential cells by signal, summed over array words and instances (netlist names) <==
name,cells
out_data,8
full,1
buffer,8
==> through the flow <==
step / utilization, % / setup WS (ns) / hold slack (ns) / cells / setup TNS [ns]
after floorplan: - / 0.3576 / 0.03429 / 23 / 0
after global placement: 20.45 / 0.03743 / 0.4076 / 95 / 0
after detailed placement: 20.45 / -0.01717 / 0.4054 / 95 / -0.1364
after CTS: 21.77 / 0.003620 / 0.2361 / 100 / 0
after global routing: 22.02 / 0.03341 / 0.2619 / 101 / 0
final: 22.02 / 0.09248 / 0.2448 / 101 / 0
==> repair_timing <==
action                                  CTS  global route
setup buffers                             1             1
endpoints found under the setup margin    1             1
pin swaps                                 0             0
hold buffers                              0             0
gates resized                             0             1
==> Yosys cell counts (all sizes together) <==
library cell  number
dfrtp              1
inv                2
edfxtp            16
nor2               2
a21oi              1
and3               1
Power figures rest on the tool's default switching activity, not on a simulated workload.
