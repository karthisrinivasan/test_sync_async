[flow/design.v]
module data_source 
(
    input wire clk,
    input wire rst,
    output reg [8-1:0] out_data,
    output reg out_valid,
    input wire out_ready
);
    reg [8-1:0] data_array [0:4-1];
    integer i;
    initial begin
        data_array[0] = 8'h11;
        data_array[1] = 8'h22;
        data_array[2] = 8'h33;
        data_array[3] = 8'h44;
    end
    always @(posedge clk or posedge rst) begin
        if (rst) begin
            i <= 0;
            out_valid <= 0;
            out_data <= 0;
        end else begin
            if (i < 4) begin
                out_data <= data_array[i];
                out_valid <= 1;
                if (out_ready) begin
                    i <= i + 1;
                end
            end else begin
                out_valid <= 0;
            end
        end
    end
endmodule
[flow/run.sh]
#!/bin/bash
# OpenROAD 26Q1-2900-gdf79404cd8, Yosys 0.63+post, stock flow scripts
make -C /OpenROAD-flow-scripts/flow DESIGN_CONFIG=/design/flow/config.mk WORK_HOME=/design/flow/orfs finish
[flow/config.mk]
export PLATFORM = sky130hd
export DESIGN_NAME = data_source
export DESIGN_NICKNAME = data_source
export VERILOG_FILES = /design/flow/design.v
export SDC_FILE = /design/flow/constraint.sdc
export NUM_CORES = 4
export LEC_CHECK = 1
export CORE_UTILIZATION = 40
[flow/constraint.sdc]
current_design data_source

set clk_period 3.5
set clk_io_pct 0.2

create_clock -name clk0 -period $clk_period [get_ports {clk}]

set non_clock_inputs [all_inputs -no_clocks]
set_input_delay [expr $clk_period * $clk_io_pct] -clock clk0 $non_clock_inputs
set_output_delay [expr $clk_period * $clk_io_pct] -clock clk0 [all_outputs]
==> flow_summary.ini <==
; generated from flow reports
[outcome]
outcome = finished clean

[final_timing]
worst_hold_slack_ns = 0.504
timing_worst_slew_pin_value_ns = 0.879
maxSlewHeadroom_pct = 41.2
postLayoutSetupSlackWorst_ns = 1.19
fmax_mhz = 433
finalClockPeriodUsage_pct = 66.0
final_max_slew_viol_count = 0
timing.setup.tns_ns = 0
timing.final.crit_period_ns = 2.31
setup_viol_count_final = 0
grt_setup_unrepaired = no
final_hold_viol_count = 0
worst_clock_skew_ns = 0.00539

[synthesis]
seq_area_frac_synth_pct = 50.1
netlist_instances = 164
yosysCellCount = 164
post_synth_instance_area_um2 = 1800
ys_warn_count = 1
synth.ff_latch_count = 36
netlist-cell-type-count = 27
yosys_area_um2 = 1800
mean_area_per_synthesized_cell_um2 = 11.0

[setup_path]
crit_type = reg -> reg
r2r.worst_path.cells = 5
path_depth = 5
worstSetupStartpointType = flip-flop
timing.critical_path.cells = nor4_1 -> nand4_1 -> o21ai_4 -> nand2_2 -> mux2_1
crit_path_required_time_ns = 3.67
critical_path.endpoint_type = flip-flop
worst-path-buf-inv = 0
max_stage_delay_ns = 0.73
critPathLaunch = i[2]$_DFFE_PP0P_
timing.rr.end = i[1]$_DFFE_PP0P_
rr_startpoint = i[2]$_DFFE_PP0P_
regToRegSetupSlack_ns = 1.19
worst-endpoint-arrival_ns = 2.48
worstPathMaxFanout = 35
family_of_cells_with_the_greatest_summed_delay_on_the_critical_path = AND-OR/OR-AND gates
slowest_stage = sky130_fd_sc_hd__o21ai_4
critical_path.endpoint = i[1]$_DFFE_PP0P_

[clock_tree]
htree_num_levels = 2
cts.path.max_buffers = 2
cts.repair.resized = 0
worst_setup_hold_path_clk_slew_ns = 0.07
cts_setup_buffers = 0
cts-buffers-inserted = 5
numClockSinks = 36
cts_tree = built
cts_root_buf = sky130_fd_sc_hd__clkbuf_8
clk_latency_ns = 0.29
hold_buffers = 0

[power]
switching_share_pct = 24.8
clockPowerShare_pct = 33.1
peakVddDrop_uv = 325
total_power_mw = 1.07
comb_power_share_pct = 16.9
power.density_nw_per_um2 = 534
power.leakage_nw = 0.866
cell_internal_pwr_mw = 0.806
pwr-share-seq_pct = 49.9
power_switching_mw = 0.266

[layout]
mostFrequentLayoutCells = sky130_fd_sc_hd__dfrtp_1 (36), sky130_fd_sc_hd__xnor2_1 (28), sky130_fd_sc_hd__nand4_1 (18)
instances_no_fill = 227
areaGrowthSynthToFinish_pct = 11.5
drive_above_1_share_pct = 10.3
postLayoutCellArea_um2 = 2010
finalCoreUtilization_pct = 46.4
lay_top_count = sky130_fd_sc_hd__dfrtp_1

[route]
first_pass_iters = 4
drt.antenna.violating_nets = 0
vias_per_cell = 5.47
drc_violations_left = 0
dr.first_iter.drc_count = 68
drt-total-wl_um = 3290
num_vias = 1241
num_antenna_cells = 0
avgRoutedWirePerCell_um = 14.5

[place]
detailed_place.area_um2 = 1900
hpwlAfterDp_um = 2140
place_inst = 219
number_of_buffers_inserted_by_port_buffering = 9
gpl.final_weighted_congestion = 0.817
dp_slack_ns = 0.934

[global_routing]
antenna_violations_before_repair = 0
pin_count_of_the_biggest_net_entering_global_routing = 37
grt_pass1_wl_um = 5910
vias_in_the_first_global_route = 1226
globalRouteOverflowTotal = 0
groute.usage.overall_pct = 15.6

[die]
die_width_um = 69.1
std_cell_rows = 24
top_level_ports = 12
fp.coreArea_um2 = 4320
fp_util_pct = 41.6
die_height_um = 69.1
design.die.area_um2 = 4770

[job]
drv_cap = 0
warning_count = 25

[hold_path]
timing.hold.worst.class = reg -> reg
power groups by stage:
| stage | logic, mW | clock network [mW] | registers (mW) |
|---|---|---|---|
| 6_report | 0.181 | 0.355 | 0.535 |
| 5_1_grt | 0.203 | 0.383 | 0.542 |
| 4_1_cts | 0.185 | 0.365 | 0.535 |
state kept, by name, indices dropped and copies added (netlist names):
signal and count:
i 32, out_data 3, out_valid 1
cell usage after synthesis:
library cell | number | area share (%)
sky130_fd_sc_hd__dfrtp_1 | 36 | 50
sky130_fd_sc_hd__nor4_1 | 8 | 2.8
sky130_fd_sc_hd__buf_6 | 3 | 1.9
sky130_fd_sc_hd__nand2_2 | 1 | 0.35
sky130_fd_sc_hd__buf_1 | 1 | 0.21
sky130_fd_sc_hd__and2_1 | 2 | 0.70
sky130_fd_sc_hd__o21ai_4 | 1 | 0.90
sky130_fd_sc_hd__ha_1 | 1 | 0.70
sky130_fd_sc_hd__xnor2_1 | 28 | 14
sky130_fd_sc_hd__and4_2 | 1 | 0.56
sky130_fd_sc_hd__nand3_1 | 17 | 4.7
sky130_fd_sc_hd__and3_2 | 1 | 0.42
sky130_fd_sc_hd__inv_1 | 4 | 0.83
sky130_fd_sc_hd__nand4_1 | 18 | 6.3
sky130_fd_sc_hd__mux2_1 | 1 | 0.63
sky130_fd_sc_hd__mux2_2 | 2 | 1.3
sky130_fd_sc_hd__buf_4 | 5 | 2.1
sky130_fd_sc_hd__nand2_1 | 4 | 0.83
sky130_fd_sc_hd__nor4_4 | 1 | 1.2
sky130_fd_sc_hd__and4_1 | 2 | 0.97
sky130_fd_sc_hd__conb_1 | 1 | 0.21
sky130_fd_sc_hd__nor2_1 | 8 | 1.7
sky130_fd_sc_hd__and3_1 | 12 | 4.2
sky130_fd_sc_hd__xor2_1 | 2 | 0.97
sky130_fd_sc_hd__nor3b_2 | 2 | 1.4
sky130_fd_sc_hd__a31oi_1 | 1 | 0.35
sky130_fd_sc_hd__a21oi_1 | 1 | 0.28
layer usage:
metal / up-vias / global-route usage (%) / wire [µm]
met5: - / 0 / 0
met4: 0 / 2.49 / 71
met3: 8 / 3.56 / 111
met2: 15 / 22.9 / 1430
met1: 615 / 25.0 / 1680
li1: 603 / - / -
cells by family (layout without fill, tap and decap cells):
| logic type | count (synthesis) | after routing | synth area share [%] |
|---|---|---|---|
| adder cells (fa/ha/maj) | 1 | 1 | 0.695 |
| other | 1 | 2 | 0.208 |
| flip-flops | 36 | 36 | 50.1 |
| AND/OR/NAND/NOR | 77 | 77 | 26.0 |
| XOR/XNOR | 30 | 30 | 14.6 |
| AND-OR/OR-AND | 3 | 3 | 1.53 |
| multiplexers | 3 | 3 | 1.88 |
| buffers and inverters | 13 | 23 | 5.01 |
final cells by class:
cell class	instances	area [µm²]
Multi-Input combinational cell	116	812
Inverter	4	15.0
Fill cell	405	2320
Sequential cell	36	901
Timing Repair Buffer	11	105
Clock inverter	2	35.0
Tap cell	52	65.1
Clock buffer	6	72.6
worst min-delay path by stage:
stage,startpoint,end,slack [ns],cells past startpoint
finish,i[30]$_DFFE_PP0P_,i[30]$_DFFE_PP0P_,0.50,1
CTS,i[27]$_DFFE_PP0P_,i[27]$_DFFE_PP0P_,0.51,1
global route,i[30]$_DFFE_PP0P_,i[30]$_DFFE_PP0P_,0.54,1
No activity file was given, so power comes from the tool's default toggle rates.
